==> flow/design.v <==
`timescale 1ns / 1ps
module PULSE(
	input rst,    
	input sysclk,  
	input[9:0] PulseNum,  
	output reg Enable,  
	output reg Sign  
	);
	initial Enable <= 0;
	parameter numFreqcnt = 10;   
	reg [14:0] Freqcnt;  
	reg [9:0] Pulsecnt;   
	always @(posedge sysclk or negedge rst) begin
		if (rst == 0) 
			Enable <= 1;
		else if (Pulsecnt == PulseNum)
			Enable <= 0;	
	end
	always @(posedge sysclk or negedge rst) begin
		if (rst == 0) 
			Sign <= 1;   
		else if (Freqcnt == numFreqcnt && Enable == 1)
			Sign <= ~Sign;
	end
	always @(posedge sysclk or negedge rst) begin
		if (rst == 0) 
			Freqcnt <= 0;
		else if (Freqcnt == numFreqcnt)
			Freqcnt <= 0;
		else Freqcnt <= Freqcnt + 1;
	end
	always @(posedge sysclk or negedge rst) begin
		if (rst == 0)
			Pulsecnt <= 0;
		else if (Freqcnt == numFreqcnt && Sign == 1)   
			Pulsecnt <= Pulsecnt + 1;
	end
endmodule
==> flow/run.sh <==
#!/bin/bash
# OpenROAD 26Q1-2900-gdf79404cd8, Yosys 0.63+post, stock flow scripts
make -C /OpenROAD-flow-scripts/flow DESIGN_CONFIG=/design/flow/config.mk WORK_HOME=/design/flow/orfs finish
==> flow/config.mk <==
export PLATFORM = sky130hd
export DESIGN_NAME = PULSE
export DESIGN_NICKNAME = PULSE
export VERILOG_FILES = /design/flow/design.v
export SDC_FILE = /design/flow/constraint.sdc
export NUM_CORES = 4
export LEC_CHECK = 1
export CORE_UTILIZATION = 30
==> flow/constraint.sdc <==
current_design PULSE

set clk_period 2.6
set clk_io_pct 0.2

create_clock -name clk0 -period $clk_period [get_ports {sysclk}]

set non_clock_inputs [all_inputs -no_clocks]
set_input_delay [expr $clk_period * $clk_io_pct] -clock clk0 $non_clock_inputs
set_output_delay [expr $clk_period * $clk_io_pct] -clock clk0 [all_outputs]
==> flow_metrics.tcl <==
# implementation run metrics
set metrics [dict create \
    result_of_the_run "finished, final reports clean" \
    timing_max_transition_violations_final 0 \
    cts_tree "built" \
    power.static_leakage_nw 0.677 \
    grt-busiest-layer "met1" \
    tritoncts_num_sinks 27 \
    synth-seq-area-share 0.511 \
    vdd_drop_max_mv 0.169 \
    dp.cells 174 \
    synth_stat.cells 112 \
    vias_per_cell 4.77 \
    route.vias.total 849 \
    insertion_delay_ns 0.27 \
    cts.htree.levels 1 \
    cts_buffer_depth 2 \
    synth_cells 112 \
    grt-ovfl-total 0 \
    worst-path-max-fanout 14 \
    initial_utilization 0.323 \
    antenna_viol_nets_final 0 \
    antennaDiodeCount 0 \
    firstDrtPassIters 4 \
    antenna_violations_before_repair 0 \
    fp.coreArea_sq_um 4120 \
    portBuffers 13 \
    postSynthAreaPerCell_sq_um 11.9 \
    power_per_cell_area_nw_per_um2 442 \
    grtUsageTotal 0.108 \
    layout.filler_cells 411 \
    cts_setup_buffers 0 \
    timing.final.setup_violations 0 \
    fin_cells 178 \
    path_class "reg2reg" \
    root_buffer "sky130_fd_sc_hd__clkbuf_8" \
    timing.setup.tns_ns 0 \
    yosys_area_sq_um 1330 \
    post_cts.resized_instances 0 \
    final.setup_skew_ns 0.00685 \
    post-route-util 0.377 \
    timing.final.crit_period_ns 1.87 \
    numCtsBuffers 3 \
    cp_data_arrival_time_ns 2.04 \
    worstMarginPinSlew_ns 0.522 \
    grt_first_pass_wirelength_mm 3.86 \
    grt_pass1_vias 855 \
    die_w_um 68.5 \
    drt_drc 0 \
    whs_ns 0.491 \
    fmax_ghz 0.534 \
    floorplan.rows 23 \
    die_area_sq_um 4690 \
    met2_layer_usage_reported_by_global_route 0.163 \
    ys.flops 27 \
    die_y_um 68.5 \
    rsz_0062_raised_after_global_routing "false" \
    mappedNetlistArea_sq_um 1330 \
    synth.lib_cells_used.distinct 23 \
    timing.final.hold_violations 0 \
    grt_start_max_net_pins 28 \
    dp_hpwl_mm 1.61 \
    critical_path_required_ns 2.76 \
    share_of_final_layout_standard_cells_stronger_than_drive_strength_1 0.0938 \
    layout_top_cell_excl_fill_tap "sky130_fd_sc_hd__xnor2_1" \
    layout_top_cells "28 x sky130_fd_sc_hd__xnor2_1, 25 x sky130_fd_sc_hd__dfrtp_1, 13 x sky130_fd_sc_hd__clkdlybuf4s50_1, 7 x sky130_fd_sc_hd__nand4_1, 7 x sky130_fd_sc_hd__nand2_1" \
    detail_route.iter0.violations 59 \
    global_route.usage.met3 0.0133 \
    finalCritPeriodShare 0.720 \
    cts_hold_buffers 0 \
    slew_headroom 0.652 \
    type_of_the_most_critical_hold_path "reg2reg" \
    openroad.warnings 26 \
    place_congestion 0.807 \
    number_of_primary_i_o_pins 14 \
    start_kind "flip-flop" \
    clkTransAtPathRegs_ns 0.09 \
    postRouteWirelength_mm 2.19 \
    syn_to_final_growth_pct 16.9 \
    yosys_warnings 1 \
    reg_to_reg_setup_timing_slack_ns 0.73 \
    critical_path_endpoint_category "flip-flop" \
    maxCapViolations 0 \
    use_met1 0.172 \
    routedWlPerCell_um 12.3 \
]
[worst max-delay path, cell delays in order (launching register included)]
cell and delay [ns]:
sky130_fd_sc_hd__dfrtp_1 0.46, sky130_fd_sc_hd__nor4b_2 0.29, sky130_fd_sc_hd__and4_1 0.55, sky130_fd_sc_hd__nand2_2 0.14
sky130_fd_sc_hd__mux2_4 0.31
[state kept, by name, indices dropped and copies added (netlist names)]
register  count
Enable        1
Freqcnt      15
Sign          1
Pulsecnt     10
[worst paths after layout]
kind,from,to,cells past startpoint
max,Freqcnt[2],Pulsecnt[1],4
min,Enable,Enable,1
max reg2reg,Freqcnt[2],Pulsecnt[1],4
min reg2reg,Enable,Enable,1
max in group asynchronous,rst,Enable,2
min in group asynchronous,rst,Freqcnt[1],2
[metal layers]
layer	share of wire	wire, um
met5	0	0
met4	0.012	27
met3	0.024	52
met2	0.46	1010
met1	0.50	1110
[through the flow]
stage,power (mW),cell area [sq um],setup slack [ns]
after CTS,0.700,1550,0.725
final,0.686,1550,0.728
after global routing,0.720,1550,0.595
after global placement,0.463,1510,0.779
after detailed placement,0.463,1510,0.727
after floorplan,0.435,1330,1.05
[synth_stat cells]
master	count	share of area
sky130_fd_sc_hd__xnor2_1	28	0.18
sky130_fd_sc_hd__dfrtp_1	25	0.47
sky130_fd_sc_hd__nand2_1	7	0.020
sky130_fd_sc_hd__nand4_1	7	0.033
sky130_fd_sc_hd__and3_1	6	0.028
sky130_fd_sc_hd__nand3_1	5	0.019
sky130_fd_sc_hd__nor2_1	5	0.014
sky130_fd_sc_hd__xor2_1	5	0.033
sky130_fd_sc_hd__and4_1	4	0.026
sky130_fd_sc_hd__ha_1	3	0.028
sky130_fd_sc_hd__dfstp_2	2	0.040
sky130_fd_sc_hd__nand4_2	2	0.019
sky130_fd_sc_hd__nor2b_1	2	0.0094
sky130_fd_sc_hd__nor4_1	2	0.0094
sky130_fd_sc_hd__and2_1	1	0.0047
sky130_fd_sc_hd__buf_4	1	0.0057
sky130_fd_sc_hd__buf_8	1	0.011
sky130_fd_sc_hd__inv_1	1	0.0028
sky130_fd_sc_hd__mux2_4	1	0.011
sky130_fd_sc_hd__nand2_2	1	0.0047
sky130_fd_sc_hd__nand2b_1	1	0.0047
sky130_fd_sc_hd__nor4b_2	1	0.011
sky130_fd_sc_hd__o41a_1	1	0.0085
[power breakdown]
| part | internal (mW) | leakage [nW] | switching [mW] |
|---|---|---|---|
| clock network | 0.107 | 0.0255 | 0.124 |
| logic | 0.0202 | 0.286 | 0.0140 |
| registers | 0.420 | 0.365 | 0 |
[logic make-up (layout without fill, tap and decap cells)]
logic type,Yosys count,after routing,synth area share
flip-flops,27,27,0.511
buffers and inverters,3,19,0.0198
multiplexers,1,1,0.0113
AND/OR/NAND/NOR,44,44,0.204
adder cells (fa/ha/maj),3,3,0.0283
AND-OR/OR-AND,1,1,0.00848
XOR/XNOR,33,33,0.218
[layout make-up]
class | count | area, sq um | area share
Sequential cell | 27 | 678 | 0.437
Multi-Input combinational cell | 82 | 623 | 0.402
Timing Repair Buffer | 14 | 138 | 0.0887
Tap cell | 50 | 62.6 | 0.0403
Clock buffer | 3 | 41.3 | 0.0266
Clock inverter | 1 | 5.00 | 0.00323
Inverter | 1 | 3.75 | 0.00242
Power figures rest on the tool's default switching activity, not on a simulated workload.
