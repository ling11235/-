--- flow/run.sh ---
#!/bin/bash
# OpenROAD 26Q1-2900-gdf79404cd8, Yosys 0.63+post, stock flow scripts
make -C /OpenROAD-flow-scripts/flow DESIGN_CONFIG=/design/flow/config.mk WORK_HOME=/design/flow/orfs finish
--- flow/config.mk ---
export PLATFORM = sky130hd
export DESIGN_NAME = UART_TX
export DESIGN_NICKNAME = UART_TX
export VERILOG_FILES = /design/flow/design.v
export SDC_FILE = /design/flow/constraint.sdc
export NUM_CORES = 4
export LEC_CHECK = 1
export CORE_AREA = 10 10 112 112
export DIE_AREA = 0 0 122 122
--- flow/constraint.sdc ---
current_design UART_TX

set clk_period 4.1
set clk_io_pct 0.2

create_clock -name clk0 -period $clk_period [get_ports {sysclk}]

set non_clock_inputs [all_inputs -no_clocks]
set_input_delay [expr $clk_period * $clk_io_pct] -clock clk0 $non_clock_inputs
set_output_delay [expr $clk_period * $clk_io_pct] -clock clk0 [all_outputs]
--- flow/design.v ---
`timescale 1ns / 1ps
module UART_TX #
(
    parameter DATA_WIDTH = 8    
)
(
    input sysclk,         
    input [DATA_WIDTH-1:0] tx_data,    
    input tx_data_valid,     
    output tx,               
    output reg tx_busy           
);
    parameter SCALE = 1250;    
    parameter SCALE_BITS = 11;
    reg [SCALE_BITS-1:0] scale_cnt;    
    reg [3:0] data_cnt;               
    reg [DATA_WIDTH+1:0] tx_data_reg;    
    initial tx_busy <= 0;
    always @ (posedge sysclk) begin
        if (tx_data_valid == 1 && tx_busy == 0) begin
            scale_cnt <= 0;
            data_cnt <= 0;
            tx_busy <= 1;
        end
        else if (scale_cnt == (SCALE - 1) && tx_busy == 1) begin
            if (data_cnt == (DATA_WIDTH + 1)) begin
                data_cnt <= 0;
                tx_busy <= 0;
                scale_cnt <= 0;
            end
            else begin
                data_cnt <= data_cnt + 1;
                tx_busy <= 1;
                scale_cnt <= 0;
            end           
        end
        else begin
            scale_cnt <= scale_cnt + 1;
            tx_busy <= tx_busy;
            data_cnt <= data_cnt;   
        end
    end
    always @ (posedge sysclk) begin
        if (tx_data_valid == 1 && tx_busy == 0)
            tx_data_reg <= {1'b1, tx_data, 1'b0};
        else if (scale_cnt == (SCALE - 1))
            tx_data_reg <= tx_data_reg >> 1;
    end
    assign tx = (tx_busy == 1)? tx_data_reg[0] : 1;
endmodule
==> flow_summary.toml <==
# generated from flow reports
[worst_setup_path]
path_cells = "clkdlybuf4s50_1"
critPathCaptureType = "primary output"
path_class = "flip-flop to primary output"
crit_family = "buffers and inverters"
r2r_setup_slack_ps = 2480
arrival_ps = 1230
critPathRequiredTime_ps = 3280
worstPathMaxFanout = 7
critPathBufInv = 1
slowest_stage = "clkdlybuf4s50_1"
slowest_delay_ps = 510
cp-start-kind = "flip-flop"

[cts]
tritoncts = "done"
clkSlewWorstSetupHoldPaths_ps = 90
cts_root_buf = "clkbuf_8"
postCtsSetupBuffers = 0
clk_latency_ps = 270
clockBufferDepth = 2
cts-resized-gates = 0
h-tree-depth = 1
cts_buffers = 3
cts-hold-fix-buffers = 0
cts.sinks = 26

[logic_synthesis]
synth_chip_area_um2 = 1182
synthesis.area_um2 = 1182
syn_area_per_cell_um2 = 11.59
synth_seq_share = 0.5079
yosys-top-cells-count = "dfxtp_1, nor2_1, a22o_1, edfxtp_1, xor2_1"
synth_top_area_share = 0.3048
area_leaders = "dfxtp_1, edfxtp_1, a22o_1"
numSynthFlops = 26
synth_async_sr_flop_share = 0
top_area_cell = "dfxtp_1"
edf_count = 8
synth_cell_types = 33
synth_dominant_cell_count = "dfxtp_1"
ys.flop_type = "dfxtp_1"
ys_cells = 102
synthCells = 102
yosysWarnings = 1

[final_timing]
slew_headroom = 0.6612
worst_slack_ps = 2050
period_needed_ps = 2050
period_used_share = 0.5001
tightest_slew_ps = 508.1
rsz0062_at_grt = "false"
finClkSkew_ps = 4.915
hold_violations = 0
finalSetupTns_ps = 0
fmax_mhz = 487.7
finalMaxSlewViolations = 0
setup_viol = 0

[placed_design]
port_buffers = 11
gp_congestion = 0.7525
dp_hpwl_mm = 1.572
dp_worst_setup_slack_ps = 1761

[route]
wl_per_cell_um = 8.390
route.detailed.drc = 0
drt_pre_antenna_iters = 4
dr.first_iter.drc_count = 21
viasPerCell = 3.092
wl_mm = 2.106
antenna_cells = 0
ant_nets = 0
vias = 776

[finish]
logic_area_um2 = 558.0
fillers = 1122
drive_gt1_frac = 0.1391
largest_register_ffs = 11
area_growth_pct = 28.36
flop_area_um2 = 600.6

[power_and_ir_drop]
p_leak_nw = 0.5782
peakVddDrop_mv = 0.1335
power_density_nw_per_um2 = 428.1

[floorplan]
rows = 37
core_area_um2 = 10230
chip_area_um2 = 14880
io_pins = 12
fp_util = 0.1156
die_w_um = 122
die_y_um = 122

[flow_run]
warnings = 26
maxCapViolCount = 0

[global_route]
grt_pass1_wl_mm = 3.505
gr-usage-all-layers = 0.02892
grt_pass1_vias = 728
antenna_found_initial = 0
grt_overflow = 0
grt_max_degree = 16

[outcome]
outcome = "finished, final reports clean"

[min_path]
hp-class = "flip-flop to flip-flop"
==> final timing paths <==
| check | cells after the start | from | end |
|---|---|---|---|
| max reg2reg | 4 | scale_cnt[0] | tx_data_reg[4] |
| min reg2reg | 1 | data_cnt[0] | data_cnt[0] |
| max | 1 | tx_busy | tx_busy |
| min | 1 | data_cnt[0] | data_cnt[0] |
==> cell type report <==
cell class,instances,area share
clock buffers,3,0.02721
clock inverters,1,0.01979
inverters,2,0.004946
multi-input cells,72,0.3677
flip-flops and latches,26,0.3957
well taps,136,0.1121
repair buffers,11,0.07255
==> cells by family (layout without fill, tap and decap cells) <==
| group | count (synthesis) | count (layout) | synth area share |
|---|---|---|---|
| AOI/OAI and AO/OA | 12 | 12 | 0.09630 |
| xor gates and xnor gates | 9 | 9 | 0.06667 |
| adders and majority gates | 2 | 2 | 0.02116 |
| buffers and inverters | 4 | 17 | 0.02010 |
| DFF | 26 | 26 | 0.5079 |
| muxes | 3 | 3 | 0.02540 |
| and+or+nand+nor | 46 | 46 | 0.2625 |
==> cells in the final DEF (no fill, tap or decap), drive strengths merged <==
| master | count |
|---|---|
| o211ai | 1 |
| and2b | 2 |
| dfxtp | 18 |
| inv | 2 |
| edfxtp | 8 |
| a31oi | 1 |
| nor2b | 1 |
| clkdlybuf4s50 | 11 |
| a22o | 8 |
| o31ai | 2 |
| and4bb | 2 |
| nand4 | 5 |
| nand2 | 5 |
| nor2 | 17 |
| ha | 2 |
| nor3b | 2 |
| xor2 | 7 |
| and4 | 2 |
| bufinv | 1 |
| clkbuf | 3 |
| nand3 | 6 |
| mux2i | 3 |
| nand2b | 2 |
| and2 | 1 |
| and3 | 1 |
| xnor2 | 2 |
==> through the flow <==
stage / cells / power, mW / hold slack (ps) / utilization / cell area (um^2)
2_1_floorplan: 102 / 0.4168 / 431.5 / - / 1182
3_3_place_gp: 247 / 0.4439 / 449.7 / 0.1414 / 1446
3_5_place_dp: 247 / 0.4459 / 456.2 / 0.1414 / 1446
4_1_cts: 251 / 0.6579 / 471.5 / 0.1483 / 1518
5_1_grt: 251 / 0.6870 / 493.1 / 0.1483 / 1518
6_report: 251 / 0.6498 / 465.0 / 0.1483 / 1518
==> power breakdown <==
| part | leakage (nW) | total (mW) | switching, mW | internal [mW] |
|---|---|---|---|---|
| clock | 0.0357 | 0.209 | 0.0789 | 0.131 |
| sequential | 0.226 | 0.348 | 0.0440 | 0.304 |
| combinational | 0.317 | 0.0922 | 0.0402 | 0.0520 |
| total | 0.578 | 0.650 | 0.163 | 0.487 |
==> layer usage <==
layer / share of wire / GRT usage / up-vias
met1: 0.50 / 0.03911 / 371
met4: 0.011 / 0.003726 / 0
met3: 0.066 / 0.01315 / 2
met2: 0.42 / 0.04273 / 10
li1: - / - / 393
met5: 0 / 0 / -
No activity file was given, so power comes from the tool's default toggle rates.
