File: flow/design.v
`timescale 1ns / 1ps
module UART_RX #
(
    parameter DATA_WIDTH = 8    
)
(
    input sysclk,         
    output reg [DATA_WIDTH-1:0] rx_data,    
    output reg rx_data_valid,     
    input rx              
);
    parameter SCALE = 1250;    
    parameter SCALE_BITS = 11;
    reg [SCALE_BITS-1:0] scale_cnt;    
    reg [1:0] rx_state;    
    reg [2:0] data_cnt;       
    initial rx_state <= 0;
    initial rx_data_valid <= 0;
    always @ (posedge sysclk) begin
        if (rx == 0 && rx_state == 0) begin
            scale_cnt <= 0;
            rx_state <= 1;
        end 
        else if (rx == 1 && rx_state == 1) begin
            rx_state <= 0;  
        end
        else if (scale_cnt == (SCALE / 2 - 1) && rx_state == 1) begin
            scale_cnt <= 0;
            rx_state <= 2;
            data_cnt <= 0;  
        end
        else if (scale_cnt == (SCALE - 1) && rx_state == 2) begin
            scale_cnt <= 0;
            rx_state <= (data_cnt == DATA_WIDTH - 1) ? 3 : 2;
            data_cnt <= (data_cnt == DATA_WIDTH - 1) ? 0 : data_cnt + 1;
        end
        else if (scale_cnt == (SCALE - 1) && rx_state == 3) begin
            rx_state <= 0;
        end
        else scale_cnt <= scale_cnt + 1;
    end
    always @ (posedge sysclk) begin
        if (scale_cnt == (SCALE - 1) && rx_state == 2) 
            rx_data <= { rx, rx_data[DATA_WIDTH-1:1] };  
    end
    always @ (posedge sysclk) begin
        if (scale_cnt == (SCALE - 1) && rx_state == 2 && data_cnt == (DATA_WIDTH - 1))
            rx_data_valid <= 1;
        else rx_data_valid <= 0; 
    end
endmodule 
File: flow/run.sh
#!/bin/bash
# OpenROAD 26Q1-2900-gdf79404cd8, Yosys 0.63+post, stock flow scripts
make -C /OpenROAD-flow-scripts/flow DESIGN_CONFIG=/design/flow/config.mk WORK_HOME=/design/flow/orfs finish
File: flow/config.mk
export PLATFORM = sky130hd
export DESIGN_NAME = UART_RX
export DESIGN_NICKNAME = UART_RX
export VERILOG_FILES = /design/flow/design.v
export SDC_FILE = /design/flow/constraint.sdc
export NUM_CORES = 4
export LEC_CHECK = 1
export CORE_AREA = 10 10 112 112
export DIE_AREA = 0 0 122 122
File: flow/constraint.sdc
current_design UART_RX

set clk_period 3.6
set clk_io_pct 0.2

create_clock -name clk0 -period $clk_period [get_ports {sysclk}]

set non_clock_inputs [all_inputs -no_clocks]
set_input_delay [expr $clk_period * $clk_io_pct] -clock clk0 $non_clock_inputs
set_output_delay [expr $clk_period * $clk_io_pct] -clock clk0 [all_outputs]
==> results.py <==
# Synthesis and PnR figures
metrics = {
    "run_status": {
        "outcome": "completed",
    },
    "route": {
        "dr_wl_met2_mm": 1.12,
        "wl_met3_um": 164,
        "first_pass_iters": 4,
        "vias": 982,
        "vias_per_cell": 3.68,
        "antenna_cells": 0,
        "drc": 0,
        "routed_wl_mm": 2.55,
        "wl_per_cell_um": 9.54,
        "drtAntennaViolNets": 0,
        "drt_iter0_markers": 70,
        "routed.top_layer": "met4",
        "wl_met1_mm": 1.25,
    },
    "synthesis": {
        "yosys_warnings": 1,
        "postSynthSeqShare_pct": 46.8,
        "synth-cells-yosys": 125,
        "ys_types": 45,
        "synth.most_common_cell": "dfxtp_1",
        "synthDominantCellAreaShare_pct": 25.3,
        "avgSynthCellArea_um2": 10.4,
        "ff_type": "dfxtp_1",
        "ys_area_um2": 1300,
        "synth.largest_area_cell": "edfxtp_1",
        "ys.flops": 25,
        "synthCells": 125,
        "edf_count": 11,
        "syn-cell-area_um2": 1300,
        "ys_async_sr_fraction_pct": 0,
        "yosys-top-cells-count": "dfxtp_1 (14), nand3_1 (12), edfxtp_1 (11)",
        "topCellsByArea": "edfxtp_1 (25%), dfxtp_1 (21%), ha_1 (4.8%), nand3_1 (4.6%), o211ai_1 (3.5%)",
    },
    "die": {
        "fp.dieH_um": 122,
        "rows": 37,
        "core_um2": 10200,
        "io_pins": 11,
        "die_w_um": 122,
        "initCoreUtil_pct": 12.7,
        "die_area_um2": 14900,
    },
    "clock_network": {
        "cts_buffers": 3,
        "postCtsHoldBufs": 0,
        "postCtsSetupBuffers": 0,
        "clock_sinks": 25,
        "cts.clk_slew.worst_paths_ps": 90,
        "ctsResizeCount": 0,
        "cts_tree": "yes",
        "root_buffer": "clkbuf_8",
        "cts_buffer_depth": 2,
        "cts_max_level": 1,
        "insertion_delay_ps": 270,
    },
    "worst_setup_path": {
        "critPathMaxFanout": 19,
        "startpoint_type": "flop",
        "r2r_slack_ps": 1040,
        "worstSetupPathType": "reg2reg",
        "path_cells": "or4b_1 > o41ai_4 > a211oi_2 > a311oi_1",
        "rr_worst_depth": 4,
        "reg2reg_to": "scale_cnt[4]$_SDFFE_PP0P_",
        "r2r_start": "scale_cnt[8]$_SDFFE_PP0P_",
        "cp_slowest_stage_delay_ps": 890,
        "end_kind": "flop",
        "critical_path_arrival_ps": 2750,
        "crit_slowest_cell": "o41ai_4",
        "path_delay_family": "AND-OR/OR-AND gates",
        "cp.required_ps": 3780,
        "crit_buf_inv": 0,
    },
    "final_timing": {
        "tns_ps": 0,
        "clock_skew_ps": 2.77,
        "fmax_mhz": 390,
        "setup_viol": 0,
        "tightest_slew_ps": 941,
        "post-route-period-util_pct": 71.2,
        "worst_slack_ps": 1040,
        "hold_violations": 0,
        "slew_headroom_pct": 37.1,
        "min_period_ps": 2560,
        "grt_setup_unrepaired": "false",
        "timing.hold.ws_ps": 459,
        "finalMaxSlewViolations": 0,
    },
    "worst_hold_path": {
        "worstHoldPathType": "reg2reg",
        "min_path_cells": 0,
        "min_from": "rx_data[7]$_DFFE_PP_",
        "min_to": "rx_data[6]$_DFFE_PP_",
    },
    "grt": {
        "grt_overflow_total": 0,
        "grt_max_degree": 20,
        "grt_pass1_vias": 848,
        "grt_pass1_wl_mm": 4.17,
        "grt.total_usage_pct": 3.32,
        "antenna_found_initial": 0,
    },
    "job": {
        "warning_count": 27,
        "cap_violations": 0,
    },
    "final_layout": {
        "drive_above_1_share_pct": 11.5,
        "fillers": 1116,
        "syn_to_final_growth_pct": 21.0,
        "mi_logic_area_um2": 626,
        "regArea_um2": 611,
    },
    "place": {
        "dp_hpwl_mm": 1.79,
        "place_congestion": 0.794,
        "port-buffer-count": 10,
        "dpl_worst_slack_ps": 1040,
    },
    "power_and_ir_drop": {
        "powerDensity_nw_per_um2": 359,
        "ir_worst_vdd_mv": 0.120,
        "leakagePower_nw": 0.505,
    },
}
## flip-flops by register name, summed over array words and instances, names as in the netlist
name and count:
scale_cnt 11, rx_data 8, data_cnt 3, rx_state 2, rx_data_valid 1
## per-layer routing
metal	global-route usage, %	up-vias
li1	-	495
met1	4.93	468
met2	4.88	17
met3	1.03	2
met4	0.149	0
met5	0	-
## through the flow
stage               instances  power [mW]  util (%)  instance area [µm²]
floorplan                 125       0.386         -                 1300
global placement          263       0.401      14.9                 1530
detailed placement        263       0.403      14.9                 1530
CTS                       267       0.574      15.4                 1580
global route              267       0.597      15.4                 1580
finish                    267       0.566      15.4                 1580
## how the worst max path moves through the flow
stage	slack, ps	cells past startpoint	to	startpoint
finish	1040	4	scale_cnt[4]$_SDFFE_PP0P_	scale_cnt[8]$_SDFFE_PP0P_
global route	870	4	scale_cnt[4]$_SDFFE_PP0P_	scale_cnt[8]$_SDFFE_PP0P_
CTS	1060	4	scale_cnt[4]$_SDFFE_PP0P_	scale_cnt[8]$_SDFFE_PP0P_
## placed cells by master, fill, tap and decap left out, types with 3 or more instances in the layout
cell type        Yosys  layout
o31ai_1              3       3
edfxtp_1            11      11
inv_1                6       6
dfxtp_1             14      14
clkbuf_8             0       3
nor2_1               5       5
or4_2                3       3
nand2_1              7       7
nand3_1             12      12
nand4_1              3       3
ha_1                 5       5
o211ai_1             6       6
clkdlybuf4s50_1      0      10
## kinds of logic after synthesis
| kind of cell | after synthesis | synth area share (%) |
|---|---|---|
| adders and majority gates | 5 | 4.80 |
| DFF | 25 | 46.8 |
| xor gates and xnor gates | 1 | 0.672 |
| and+or+nand+nor | 52 | 24.2 |
| AOI/OAI and AO/OA | 28 | 18.3 |
| buffers and inverters | 14 | 5.18 |
## final cells by class
| class | count | share of cell area (%) |
|---|---|---|
| timing repair buffer | 10 | 6.34 |
| tap | 136 | 10.8 |
| clock inverter | 1 | 0.476 |
| multi-input combinational | 86 | 39.7 |
| inverter | 6 | 1.43 |
| clock buffer | 3 | 2.62 |
| sequential | 25 | 38.7 |
## where the power goes
| part | internal (mW) | switching (mW) |
|---|---|---|
| sequential | 0.310 | 0.0231 |
| clock | 0.0784 | 0.0909 |
| combinational | 0.0256 | 0.0380 |
| total | 0.414 | 0.152 |
Power figures rest on the tool's default switching activity, not on a simulated workload.
